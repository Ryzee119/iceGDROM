`flow/config.mk`:
```
export PLATFORM = sky130hd
export DESIGN_NAME = cdda_interface
export DESIGN_NICKNAME = cdda_interface
export VERILOG_FILES = /design/flow/design.v
export SDC_FILE = /design/flow/constraint.sdc
export NUM_CORES = 4
export LEC_CHECK = 1
export CORE_UTILIZATION = 50
export SYNTH_MEMORY_MAX_BITS = 65536
```
`flow/constraint.sdc`:
```
current_design cdda_interface

set clk_period 2073.1
set clk_io_pct 0.2

create_clock -name clk0 -period $clk_period [get_ports {clk}]

set non_clock_inputs [all_inputs -no_clocks]
set_input_delay [expr $clk_period * $clk_io_pct] -clock clk0 $non_clock_inputs
set_output_delay [expr $clk_period * $clk_io_pct] -clock clk0 [all_outputs]
```
`flow/design.v`:
```
module cdda_interface (
		       output bck,
		       output sd,
		       output lrck,
		       input clk,
		       input rst,
		       input[10:0] sram_a,
		       input[7:0]  sram_d_in,
		       output[7:0] sram_d_out,
		       input       sram_cs,
		       input       sram_oe,
		       input       sram_we,
		       output      sram_wait,
		       input[7:0]  sdcard_dma_data,
		       input[8:0]  sdcard_dma_addr,
		       input       sdcard_dma_strobe,
		       );
   parameter CLK_FREQUENCY = 33868800;
   assign sram_wait = 1'b0;
   reg [7:0] sram_d;
   assign sram_d_out = sram_d;
   wire consume_data;
   wire [15:0] left_read_data, right_read_data;
   wire [7:0]  cpu_access_pos;
   wire        cpu_writes_to_buffer;
   wire        cpu_writes_left, cpu_writes_right;
   wire        cpu_writes_high, cpu_writes_low;
   reg enabled_d, enabled_q;
   reg dso_enabled_d, dso_enabled_q;
   reg underflow_d, underflow_q;
   reg dma_mode_d, dma_mode_q;
   reg dma_buffer_select_d, dma_buffer_select_q;
   reg [7:0] bufpos_d, bufpos_q;
   reg [7:0] last_valid_data_d, last_valid_data_q;
   reg [7:0] scratchpad_d, scratchpad_q;
   wire [9:0] write_addr;
   wire [7:0] write_data;
   assign write_addr = (dma_mode_q? {dma_buffer_select_q, sdcard_dma_addr} : sram_a[9:0]);
   assign write_data = (dma_mode_q? sdcard_dma_data : sram_d_in);
   assign cpu_access_pos = write_addr[9:2];
   assign cpu_writes_to_buffer = (dma_mode_q? sdcard_dma_strobe : (sram_cs & sram_we & sram_a[10]));
   assign cpu_writes_left = cpu_writes_to_buffer & ~write_addr[1];
   assign cpu_writes_right = cpu_writes_to_buffer & write_addr[1];
   assign cpu_writes_high = write_addr[0];
   assign cpu_writes_low  = ~cpu_writes_high;
   digital_sound_output #(.CLK_FREQUENCY(CLK_FREQUENCY))
   dso_inst(.clk(clk), .rst(rst), .enabled(dso_enabled_q),
	    .left(left_read_data), .right(right_read_data),
	    .bck(bck), .sd(sd), .lrck(lrck), .consume(consume_data));
   ide_data_buffer left_data(.clk(clk), .rst(rst),
			     .read_addr(bufpos_q),
			     .read_data(left_read_data),
			     .write_addr(cpu_access_pos),
			     .write_data({write_data, write_data}),
			     .write_hi(cpu_writes_left & cpu_writes_high),
			     .write_lo(cpu_writes_left & cpu_writes_low));
   ide_data_buffer right_data(.clk(clk), .rst(rst),
			      .read_addr(bufpos_q),
			      .read_data(right_read_data),
			      .write_addr(cpu_access_pos),
			      .write_data({write_data, write_data}),
			      .write_hi(cpu_writes_right & cpu_writes_high),
			      .write_lo(cpu_writes_right & cpu_writes_low));
   always @(*) begin
      case (sram_a[1:0])
	2'b00: sram_d = { 4'b0000, dma_buffer_select_q, dma_mode_q, underflow_q, enabled_q };
	2'b01: sram_d = bufpos_q;
	2'b10: sram_d = last_valid_data_q;
	2'b11: sram_d = scratchpad_q;
	default: sram_d = 0;
      endcase  
   end
   always @(*) begin
      bufpos_d = bufpos_q;
      underflow_d = underflow_q;
      enabled_d = enabled_q;
      last_valid_data_d = last_valid_data_q;
      scratchpad_d = scratchpad_q;
      dma_mode_d = dma_mode_q;
      dma_buffer_select_d = dma_buffer_select_q;
      if (enabled_q) begin
	 dso_enabled_d = 1'b1;
	 if (consume_data) begin
	    if (bufpos_q == last_valid_data_q)
	      underflow_d = 1'b1;
	    else
	      bufpos_d = bufpos_q+1;
	 end
      end else begin
	 if (consume_data)
	   dso_enabled_d = 1'b0;
	 else
	   dso_enabled_d = dso_enabled_q;
      end
      if (sram_cs & sram_we & ~sram_a[10]) begin
	 case (sram_a[1:0])
	   2'b00: begin
	      enabled_d = sram_d_in[0];
	      if (sram_d_in[1]) underflow_d = 1'b0;
	      dma_mode_d = sram_d_in[2];
	      dma_buffer_select_d = sram_d_in[3];
	   end
	   2'b01: bufpos_d = sram_d_in;
	   2'b10: last_valid_data_d = sram_d_in;
	   2'b11: scratchpad_d = sram_d_in;
	 endcase  
      end
   end
   always @(posedge clk) begin
      if (rst) begin
	 enabled_q <= 1'b0;
	 dso_enabled_q <= 1'b0;
	 underflow_q <= 1'b0;
	 bufpos_q <= 8'h00;
	 last_valid_data_q <= 8'h00;
	 scratchpad_q <= 8'h55;
	 dma_mode_q <= 1'b0;
	 dma_buffer_select_q <= 1'b0;
      end else begin
	 enabled_q <= enabled_d;
	 dso_enabled_q <= dso_enabled_d;
	 underflow_q <= underflow_d;
	 bufpos_q <= bufpos_d;
	 last_valid_data_q <= last_valid_data_d;
	 scratchpad_q <= scratchpad_d;
	 dma_mode_q <= dma_mode_d;
	 dma_buffer_select_q <= dma_buffer_select_d;
      end
   end
endmodule  
module digital_sound_output (
			     input clk,
			     input rst,
			     input enabled,
			     input[15:0] left,
			     input[15:0] right,
			     output bck,
			     output sd,
			     output lrck,
			     output consume
		       );
   parameter CLK_FREQUENCY = 33868800;
   localparam BCK_HALF_PERIOD = (CLK_FREQUENCY / 44100 / 64 / 2);
   function integer log2;
      input integer value;
      begin
         value = value-1;
         for (log2=0; value>0; log2=log2+1)
           value = value>>1;
      end
   endfunction
   reg [log2(BCK_HALF_PERIOD)-1:0]  bck_counter_d, bck_counter_q;
   reg 	      bck_d, bck_q;
   reg 	      sd_d, sd_q;
   reg 	      lrck_d, lrck_q;
   reg	      bit_active_d, bit_active_q;
   reg [5:0]  bit_counter_d, bit_counter_q;
   reg [31:0] shiftreg_d, shiftreg_q;
   reg 	      consume_d, consume_q;
   assign bck = bck_q;
   assign sd = sd_q;
   assign lrck = lrck_q;
   assign consume = consume_q;
   always @(*) begin
      if (enabled) begin
	 if (bck_counter_q == BCK_HALF_PERIOD-1) begin
	    bck_counter_d = 0;
	    bck_d = ~bck_q;
	 end else begin
	    bck_counter_d = bck_counter_q + 1;
	    bck_d = bck_q;
	 end
      end else begin
	 bck_counter_d = 0;
	 bck_d = bck_q;
      end
      if ((bck_counter_q == BCK_HALF_PERIOD-2) & bck_q & enabled)
	bit_active_d = 1'b1;
      else
	bit_active_d = 1'b0;
      shiftreg_d = (enabled? shiftreg_q : 32'h00000000);
      consume_d = 1'b0;
      if (bit_active_q) begin
	 if (bit_counter_q[4]) begin
	    sd_d = shiftreg_q[31];
	    shiftreg_d = {shiftreg_q[30:0],1'b0};
	 end else begin
	    sd_d = 1'b0;
	    if (bit_counter_q == 0) begin
	       shiftreg_d = {left, right};
	       consume_d = 1'b1;
	    end
	 end
	 lrck_d = ~bit_counter_q[5];
	 bit_counter_d = bit_counter_q+1;
      end else begin
	 sd_d = sd_q;
	 lrck_d = lrck_q;
	 bit_counter_d = bit_counter_q;
      end
   end
   always @(posedge clk) begin
      if (rst) begin
	 bck_counter_q <= 0;
	 bck_q <= 1'b0;
	 sd_q <= 1'b0;
	 lrck_q <= 1'b0;
	 bit_active_q <= 1'b0;
	 bit_counter_q <= 5'b00000;
	 shiftreg_q <= 32'h00000000;
	 consume_q <= 1'b0;
      end else begin
	 bck_counter_q <= bck_counter_d;
	 bck_q <= bck_d;
	 sd_q <= sd_d;
	 lrck_q <= lrck_d;
	 bit_active_q <= bit_active_d;
	 bit_counter_q <= bit_counter_d;
	 shiftreg_q <= shiftreg_d;
	 consume_q <= consume_d;
      end
   end
endmodule  
module ide_data_buffer(input clk,
		       input rst,
		       input[7:0] read_addr,
		       output[15:0] read_data,
		       input[7:0] write_addr,
		       input[15:0] write_data,
		       input write_hi,
		       input write_lo
		       );
   reg [15:0] ram_data[255:0];
   reg [15:0] data_latch;
   assign read_data = data_latch;
   always @(posedge clk) begin
      if (write_hi)
	ram_data[write_addr][15:8] <= write_data[15:8];
      if (write_lo)
	ram_data[write_addr][7:0] <= write_data[7:0];
      data_latch <= ram_data[read_addr];
   end
endmodule  
```
`flow/run.sh`:
```
#!/bin/bash
# OpenROAD 26Q1-2900-gdf79404cd8, Yosys 0.63+post, stock flow scripts
make -C /OpenROAD-flow-scripts/flow DESIGN_CONFIG=/design/flow/config.mk WORK_HOME=/design/flow/orfs finish
```
==> metrics.yaml <==
floorplanning:
  die_area_um2: 647000
  die_width_um: 804
  core-area_um2: 641000
  die_h_um: 804
  rows: 294
  core_util_floorplan: 0.502
  floorplan.io_pins: 54
final_layout:
  postLayoutCoreUtil: 0.565
  flow.area_growth_from_synthesis_pct: 12.6
  layout_cell_share_with_drive_strength_beyond_1: 0.241
  final_common_cell: "sky130_fd_sc_hd__edfxtp_1"
  layout_top_cells: "8192 x sky130_fd_sc_hd__edfxtp_1, 1744 x sky130_fd_sc_hd__mux4_2, 1186 x sky130_fd_sc_hd__nor2_1"
  filler_cell_count: 46500
  design_area_um2: 362000
synth:
  ys_cells: 15500
  ys_chip_area_um2: 322000
  synthDistinctLibCells: 85
  synth_sequential_area_ratio: 0.771
  numSynthFlops: 8299
  edff_count_synth: 8192
  async_set_or_reset_register_ratio_after_synthesis: 0
  combined_area_of_all_synthesized_cells_um2: 322000
  post_syn_instances: 15500
  synth_warnings: 3
  syn-mean-instance-area_um2: 20.8
  synthFlopType: "sky130_fd_sc_hd__edfxtp_1"
flow_run:
  openroad.warnings: 87
  max_cap_viol_count: 0
critical_path:
  first_element_of_the_critical_path: "sram_a[0]"
  timing.critical_path.from_type: "input port"
  worst_ep_arrival_ns: 417.20
  capture_instance_of_the_worst_register_to_register_path: "left_data.data_latch[1]"
  crit_fanout: 15
  critical_path.reg2reg.startpoint: "bufpos_q[0]"
  ff2ff_setup_slack_ns: 2065.87
  worst_setup_path_endpoint: "sram_d_out[7]"
  path_class: "in -> out"
  setup.worst_path.end_class: "output port"
  reg2reg_depth: 12
  critical_path_required_time_ns: 1658.48
global_routing:
  grt_antenna_before_repair: 70
  grt_max_degree: 149
  first_global_vias: 174000
  grt_remaining_overflow: 0
  grt_pass1_wl_mm: 1340
  grt.total_usage: 0.340
sta:
  final_max_slew_viol_count: 0
  fin_worst_skew_ns: 0.0713
  hold_viol_final: 0
  finalWorstPathRequiredPeriod_ns: 831.82
  finalSetupViolCount: 0
  grt_setup_unrepaired: "no"
  timing_worst_slew_pin_value_ns: 1.34
  fmax_mhz: 1.20
  layout_worst_path_cycle_share: 0.401
  worst_slew_margin_rel: 0.105
  fin_setup_tns_ns: 0
power_and_ir_drop:
  p_seq_frac: 0.548
  share_comb_of_total_power: 0.032
  netSwitchingPower_w: 0.0000702
  total_power_w: 0.000337
  p_per_area_nw_per_um2: 0.930
  clock_power_share: 0.420
  cellInternalPower_w: 0.000267
  switching_share: 0.208
  irDropWorstVdd_mv: 0.00112
  total_leakage_power_nw: 110
clock_network:
  clock_pin_slew_on_the_worst_setup_and_hold_paths_ns: 0.06
  clock_tree.buffer_depth: 4
  cts-hold-fix-buffers: 0
  clock_tree.root_cell: "sky130_fd_sc_hd__clkbuf_16"
  tritoncts.num_buffers: 816
  ctsResizeCount: 0
  clock_sinks: 8299
  cts.htree.levels: 6
  post-cts-setup-buffers: 0
  tritoncts: "built"
  clk-insertion-delay-late_ns: 1.19
place:
  place_hpwl_mm: 622
  number_of_i_o_port_buffers: 51
  gp_routability_congestion: 0.940
  place_area_um2: 337000
detailed_routing:
  vias_per_cell: 6.27
  drtIter0Drc: 10900
  routed_wire_length_per_instance_um: 37.3
  post-route-drc-count: 0
  final_antenna_net_count: 0
  dr.pass1.iters: 6
  totalWireLength_mm: 965
  detailroute.via_count: 162000
run_status:
  outcome: "finished, final reports clean"
hold_path:
  hold_path.class: "reg -> reg"
==> worst max-delay path, stage by stage <==
cell	delay (ns)
sky130_fd_sc_hd__clkdlybuf4s50_1	0.46
sky130_fd_sc_hd__buf_4	0.33
sky130_fd_sc_hd__nor2b_1	0.48
sky130_fd_sc_hd__a22o_1	0.69
sky130_fd_sc_hd__clkdlybuf4s50_1	0.61
==> worst min path at each step <==
stage	start	endpoint	slack, ns	depth (start not counted)
finish	scratchpad_q[1]	scratchpad_q[1]	0.46	2
CTS	scratchpad_q[7]	scratchpad_q[7]	0.46	2
global route	scratchpad_q[1]	scratchpad_q[1]	0.49	2
==> routing by layer <==
| metal | GRT usage | routed length, µm | share of wire |
|---|---|---|---|
| met1 | 0.418 | 283000 | 0.29 |
| met2 | 0.447 | 428000 | 0.44 |
| met3 | 0.299 | 201000 | 0.21 |
| met4 | 0.126 | 48800 | 0.051 |
| met5 | 0.0574 | 4640 | 0.0048 |
==> state kept, by name, indices dropped and copies added, names as in the netlist, 3 cells and up <==
| name | cells |
|---|---|
| last_valid_data_q | 8 |
| dso_inst.bit_counter_q | 6 |
| right_data.data_latch | 16 |
| scratchpad_q | 8 |
| bufpos_q | 8 |
| left_data.data_latch | 16 |
| dso_inst.shiftreg_q | 32 |
| left_data.ram_data | 4096 |
| right_data.ram_data | 4096 |
| dso_inst.bck_counter_q | 3 |
==> logic make-up (layout without fill, tap and decap cells) <==
| group | Yosys count | count (layout) | share of synthesized area |
|---|---|---|---|
| XOR/XNOR | 18 | 18 | 0.000490 |
| adder cells (fa/ha/maj) | 6 | 6 | 0.000233 |
| multiplexers | 2583 | 2583 | 0.148 |
| AND-OR/OR-AND | 1707 | 1707 | 0.0376 |
| other | 1 | 148 | 0.0000117 |
| flip-flops | 8299 | 8299 | 0.771 |
| buffers and inverters | 995 | 2666 | 0.0188 |
| AND/OR/NAND/NOR | 1863 | 1863 | 0.0233 |
==> layout make-up <==
cell class	count	area, µm²	area share
clock buffer	1050	21900	0.0603
inverter	21	100	0.000276
clock inverter	434	3420	0.00944
timing repair buffer	1161	9230	0.0255
antenna	147	368	0.00101
multi-input combinational	6178	68500	0.189
tap	8584	10700	0.0296
sequential	8299	248000	0.685
==> per-stage QoR <==
stage	hold WS, ns	instances	setup slack, ns
after CTS	0.457	25700	1241.39
final	0.456	25900	1241.28
after floorplan	0.432	15500	1243.01
after global routing	0.493	25800	1241.25
after global placement	0.446	24200	1241.38
after detailed placement	0.447	24200	1241.38
==> Yosys cell counts, drive strengths merged (8+ instances only) <==
cell type  count  area, µm²
nor3          27        135
edfxtp      8192     246000
o22ai         51        319
nor2        1215       4560
buf          556       4400
o221ai       137       1200
a22oi        449       3370
a221o         16        160
nor4          42        263
a21oi        349       1750
o32ai         20        175
a2111oi       20        209
inv           19       71.3
a211o         19        166
mux2          27        304
o211ai         9       67.6
a311oi        11       96.3
or2           10       62.6
o31ai         19        148
mux2i        812       8130
xnor2         15        131
a221oi       145       1330
a31oi         62        388
and3          11       68.8
nor2b         11       68.8
clkbuf       418       1570
mux4        1744      39300
a22o          83        727
dfxtp        107       2140
nand2b         9       56.3
nand3b        11       82.6
nand3         52        260
o21a           8       60.1
a31o           8       70.1
a211oi        91        683
and2          13       81.3
o21ai        176        881
nand2        430       1610
==> power by group through the flow <==
stage	logic [W]	clock network, W	registers, W
CTS	0.0000105	0.000143	0.000185
global route	0.0000112	0.000150	0.000185
finish	0.0000107	0.000142	0.000185
Power is estimated from default activity; no workload was simulated.
